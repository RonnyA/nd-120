<file path="config.mk">
export PLATFORM = sky130hd
export DESIGN_NAME = CPU_CS_CTL_18
export DESIGN_NICKNAME = CPU_CS_CTL_18
export VERILOG_FILES = /design/flow/design.v
export SDC_FILE = /design/flow/constraint.sdc
export NUM_CORES = 4
export LEC_CHECK = 1
export CORE_AREA = 10 10 70 70
export DIE_AREA = 0 0 80 80
</file>
<file path="constraint.sdc">
current_design CPU_CS_CTL_18

set clk_period 3.7
set clk_io_pct 0.2

create_clock -name clk0 -period $clk_period

set non_clock_inputs [all_inputs -no_clocks]
set_input_delay [expr $clk_period * $clk_io_pct] -clock clk0 $non_clock_inputs
set_output_delay [expr $clk_period * $clk_io_pct] -clock clk0 [all_outputs]
</file>
<file path="design.v">
module CPU_CS_CTL_18 (
    input       BRK_n,
    input [2:0] CC_3_1_n,
    input       FETCH,
    input       FORM_n,
    input       LCS_n,
    input       LUA12,
    input [1:0] RF_1_0,
    input       RWCS_n,
    input       TERM_n,
    input       WCA_n,
    input       WCS_n,
    output       ECSL_n,
    output       ELOW_n,
    output       EUPP_n,
    output       EWCA_n,
    output [3:0] EW_3_0_n,
    output [3:0] WU_3_0_n,
    output [3:0] WW_3_0_n
);
  wire [3:0] s_ew_3_0_n;
  wire [3:0] s_wu_3_0_n;
  wire [1:0] s_rf_1_0;
  wire [3:0] s_ww_3_0_n;
  wire [2:0] s_cc_3_1_n;
  wire       s_brk_n;
  wire       s_ecsd_n;
  wire       s_ecsl_n;
  wire       s_elow_n;
  wire       s_eupp_n;
  wire       s_ewca_n;
  wire       s_fetch;
  wire       s_form_n;
  wire       s_lcs_n;
  wire       s_lua12;
  wire       s_rwcs_n;
  wire       s_term_n;
  wire       s_WCA_n;
  wire       s_wcs_n;
  wire       s_wcstb_n;
  wire       s_wica_n;
  assign s_rf_1_0[1:0]   = RF_1_0;
  assign s_cc_3_1_n[2:0] = CC_3_1_n;
  assign s_fetch         = FETCH;
  assign s_wcs_n         = WCS_n;
  assign s_brk_n         = BRK_n;
  assign s_lcs_n         = LCS_n;
  assign s_lua12         = LUA12;
  assign s_term_n        = TERM_n;
  assign s_WCA_n         = WCA_n;
  assign s_form_n        = FORM_n;
  assign s_rwcs_n        = RWCS_n;
  assign ECSL_n          = s_ecsl_n;
  assign ELOW_n          = s_elow_n;
  assign EUPP_n          = s_eupp_n;
  assign EWCA_n          = s_ewca_n;
  assign EW_3_0_n        = s_ew_3_0_n[3:0];
  assign WU_3_0_n        = s_wu_3_0_n[3:0];
  assign WW_3_0_n        = s_ww_3_0_n[3:0];
  assign s_ecsd_n        = s_lcs_n & s_ewca_n;
  assign s_wu_3_0_n[0]   = s_ww_3_0_n[0] & s_wica_n;
  assign s_wu_3_0_n[1]   = s_ww_3_0_n[1] & s_wica_n;
  assign s_wu_3_0_n[2]   = s_ww_3_0_n[2] & s_wica_n;
  assign s_wu_3_0_n[3]   = s_ww_3_0_n[3] & s_wica_n;
  TTL_74139 CHIP_30B (
      .A1(s_rf_1_0[0]),
      .B1(s_rf_1_0[1]),
      .G1_n(s_ecsd_n),
      .Y1_0_n(s_ew_3_0_n[0]),
      .Y1_1_n(s_ew_3_0_n[1]),
      .Y1_2_n(s_ew_3_0_n[2]),
      .Y1_3_n(s_ew_3_0_n[3]),
      .A2(s_rf_1_0[0]),
      .B2(s_rf_1_0[1]),
      .G2_n(s_wcstb_n),
      .Y2_0_n(s_ww_3_0_n[0]),
      .Y2_1_n(s_ww_3_0_n[1]),
      .Y2_2_n(s_ww_3_0_n[2]),
      .Y2_3_n(s_ww_3_0_n[3])
  );
  PAL_44305D PAL_44305_UCSCTL (
      .FORM_n (s_form_n),        
      .CC1_n  (s_cc_3_1_n[0]),   
      .CC2_n  (s_cc_3_1_n[1]),   
      .CC3_n  (s_cc_3_1_n[2]),   
      .LCS_n  (s_lcs_n),         
      .RWCS_n (s_rwcs_n),        
      .WCS_n  (s_wcs_n),         
      .FETCH  (s_fetch),         
      .BRK_n  (s_brk_n),         
      .TERM_n (s_term_n),        
      .WICA_n (s_wica_n),        
      .WCSTB_n(s_wcstb_n),       
      .ECSL_n (s_ecsl_n),        
      .EWCA_n (s_ewca_n),        
      .EUPP_n (s_eupp_n),        
      .ELOW_n (s_elow_n),        
      .WCA_n  (s_WCA_n),         
      .LUA12  (s_lua12)          
  );
endmodule
module PAL_44305D (
    input FORM_n,   
    input CC1_n,    
    input CC2_n,    
    input CC3_n,    
    input LCS_n,    
    input RWCS_n,   
    input WCS_n,    
    input FETCH,    
    input BRK_n,    
    input TERM_n,   
    output WICA_n,   
    output WCSTB_n,  
    output ECSL_n,   
    output EWCA_n,   
    output EUPP_n,   
    output ELOW_n,   
    input WCA_n,   
    input LUA12    
);
  wire FORM = ~FORM_n;
  wire CC1 = ~CC1_n;
  wire CC2 = ~CC2_n;
  wire CC3 = ~CC3_n;
  wire LCS = ~LCS_n;
  wire RWCS = ~RWCS_n;
  wire WCS = ~WCS_n;
  wire BRK = ~BRK_n;
  wire WCA = ~WCA_n;
  wire TERM = ~TERM_n;
  wire FETCH_n = ~FETCH;
  wire LUA12_n = ~LUA12;
  assign WICA_n = ~(WCA & FETCH & TERM_n);   
  assign WCSTB_n = ~((CC3_n & CC2 & CC1 & WCS & RWCS) |      
      (CC3 & CC2_n & CC1 & LCS));                            
  assign ECSL_n = ~((RWCS & WCS_n & CC3 & TERM_n) |      
      (RWCS & WCS_n & CC1_n & CC2 & TERM_n));            
  assign EWCA_n = ~((RWCS & CC3_n & CC2 & TERM_n) |      
      (RWCS & CC3_n & CC1 & TERM_n));                   
  assign EUPP_n = ~(LUA12 |                      
      (WCA & FETCH) |                            
      (FETCH & CC1_n & CC2_n & CC3_n & TERM_n)   
      );   
  assign ELOW_n = ~((LUA12_n & FETCH_n) |    
      (LUA12_n & TERM) |                     
      (FORM & BRK_n & CC2 & TERM_n) |        
      (FORM & BRK_n & CC3 & TERM_n) |        
      (LUA12_n & BRK & CC2 & TERM_n) |       
      (LUA12_n & BRK & CC3 & TERM_n));       
endmodule
module TTL_74139(
    input A1, B1,      
    input G1_n,        
    output Y1_0_n,     
    output Y1_1_n,
    output Y1_2_n,
    output Y1_3_n,
    input A2, B2,      
    input G2_n,        
    output Y2_0_n,     
    output Y2_1_n,
    output Y2_2_n,
    output Y2_3_n
);
    assign Y1_0_n = G1_n ? 1'b1 : ~((~B1) & (~A1));   
    assign Y1_1_n = G1_n ? 1'b1 : ~((~B1) & A1);      
    assign Y1_2_n = G1_n ? 1'b1 : ~(B1 & (~A1));      
    assign Y1_3_n = G1_n ? 1'b1 : ~(B1 & A1);         
    assign Y2_0_n = G2_n ? 1'b1 : ~((~B2) & (~A2));   
    assign Y2_1_n = G2_n ? 1'b1 : ~((~B2) & A2);      
    assign Y2_2_n = G2_n ? 1'b1 : ~(B2 & (~A2));      
    assign Y2_3_n = G2_n ? 1'b1 : ~(B2 & A2);         
endmodule
</file>
<file path="run.sh">
#!/bin/bash
# OpenROAD 26Q1-2900-gdf79404cd8, Yosys 0.63+post, stock flow scripts
make -C /OpenROAD-flow-scripts/flow DESIGN_CONFIG=/design/flow/config.mk WORK_HOME=/design/flow/orfs finish
</file>
==> GITHUB_STEP_SUMMARY <==
## Synthesis and layout report

| Metric | Value |
|---|---|
| Synth cell count leaders | `nand2_1, buf_4, a21oi_1` |
| Critical path endpoint category | `output port` |
| Routed WL | `1167 um` |
| Final Hold Fails | `0` |
| Slew margin rel. | `0.7811` |
| Post-synth top area cell | `buf_4` |
| Via-to-Cell Ratio | `3.321` |
| Unrepaired setup endpoints after global routing | `no` |
| Syn avg cell area | `5.858 sq um` |
| Top cells, area | `buf_4, nand2_1, a21oi_1, nand3_1, nor2b_1` |
| First-pass GRT wire length | `1745 um` |
| Yosys cell count | `44` |
| Chip area | `6400 sq um` |
| FILL cells | `393` |
| YS warnings | `0` |
| Post-layout period usage | `0.9024` |
| Leakage power | `0.1844 nW` |
| Worst EP required | `2.96 ns` |
| Pwr/cell area | `84.87 nW/um^2` |
| Drt pass-1 iters | `3` |
| Maximum vdd ir drop | `25.57 uV` |
| Die Height | `80 um` |
| Hold Crit Start | `LUA12` |
| Adder Area Share | `0` |
| Overflow after GRT | `0` |
| Core Rows | `21` |
| Number of antenna diodes | `0` |
| Gpl congestion | `0.7926` |
| Fin util | `0.1626` |
| Final TNS setup | `0 ns` |
| Die Width | `80 um` |
| Total power | `47.15 uW` |
| Post_cts resized | `0` |
| Fmax | `299.5 MHz` |
| I/O pin count | `30` |
| Core Util at FP | `0.07546` |
| Post-Synthesis Cells | `44` |
| AND-OR/OR-AND share of the synthesized area | `0.2961` |
| Register area share after synthesis | `0` |
| Core ar. | `3416 sq um` |
| Hold Path Class | `in2out` |
| Cell count of the worst hold path | `3` |
| WHS Endpoint | `EUPP_n` |
| Log Warnings | `32` |
| Yosys chip area | `257.7 sq um` |
| Worst-path fanout max | `8` |
| CP Launch Type | `input pin` |
| Tightest Pin Transition | `0.3272 ns` |
| Synth-to-Final Area Change | `115.5%` |
| Sequential Area | `0 sq um` |
| Setup-failing EPs final | `0` |
| Largest net degree at the start of global routing | `9` |
| Hold buffer count at CTS | `0` |
| CP arrival | `2.60 ns` |
| Largest logic family | `simple AND/OR/NAND/NOR gates` |
| Area fraction in mux cells | `0` |
| Number of global-route vias before repair | `379` |
| Clkbuf count | `0` |
| Layout cells sized above 1 | `0.06061` |
| Simple Share, Synth | `0.4417` |
| Synthesized area | `257.7 sq um` |
| Min Tclk post-route | `3.339 ns` |
| Synth unique cells | `14` |
| Final Max Slew Viols | `0` |
| Flop count | `0` |
| Top cell type's share of synthesized area | `0.2330` |
| Buffers on Ports | `30` |
| Post-CTS Setup Inserts | `0` |
| Post-DP HPWL | `1071 um` |
| Max Cap Viol | `0` |
| Initial DRC Count | `3` |
| Detailed-route DRC error count | `0` |
| Top-count cell post-synth | `nand2_1` |
| All-Layer GR Usage | `0.03302` |
| Worst Path Class, Setup | `in2out` |
| Initial antenna violation count | `0` |
| Wirelength per Cell | `10.42 um` |
| Status | `finished, final reports clean` |
| Antenna Violating Nets Remaining | `0` |
| Xor/xnor share | `0` |
| Via count | `372` |
-- metal layers --
layer,share of wire,track usage,up-vias,wire [um]
met3,0.15,0.01477,0,175
met5,0,0,-,0
met1,0.40,0.03757,161,472
li1,-,-,192,-
met4,0,0,0,0
met2,0.44,0.05859,19,519
-- report_power, final --
group / switching [mW] / internal, mW
combinational: 0.0162 / 0.0309
clock: 0 / 0
sequential: 0 / 0
-- worst max path at each step --
stage | depth (start not counted) | to | slack, ns | start
final | 5 | WU_3_0_n[3] | 0.36 | CC_3_1_n[2]
after global routing | 5 | WU_3_0_n[3] | 0.25 | CC_3_1_n[2]
after CTS | 5 | WU_3_0_n[0] | 0.35 | CC_3_1_n[2]
-- layout make-up --
cell class | count | area (sq um) | area share
inverters | 2 | 7.507 | 0.01351
multi-input cells | 34 | 190.2 | 0.3423
well taps | 46 | 57.56 | 0.1036
repair buffers | 30 | 300.3 | 0.5405
-- critical path, stage by stage --
cell and delay [ns]:
clkdlybuf4s50_1 0.57, or4b_4 0.50, a21oi_4 0.24, a31oi_1 0.11, clkdlybuf4s50_1 0.43
-- through the flow --
stage                     cell area, sq um  hold WS, ns  setup slack (ns)  instances
after floorplan                      257.7        1.491             1.276         44
after global routing                 555.5        2.472            0.2506        112
after global placement               555.5        2.440            0.3706        112
after CTS                            555.5        2.441            0.3455        112
after detailed placement             555.5        2.433            0.3456        112
final                                555.5        2.430            0.3610        112
-- cell families (layout without fill, tap and decap cells) --
group / after synthesis / count (layout)
simple gates: 22 / 22
buf+inv: 10 / 32
compound gates: 12 / 12
-- placed cells by master, fill, tap and decap left out --
cell             count
a21oi_1              6
a21oi_4              1
a31o_2               1
a31oi_1              1
clkdlybuf4s50_1     30
inv_1                2
nand2_1             10
nand3_1              4
nand3b_1             1
nor2_1               2
nor2b_1              3
o21ai_0              3
or3b_2               1
or4b_4               1
Power figures rest on the tool's default switching activity, not on a simulated workload.
