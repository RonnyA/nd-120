`design/flow/constraint.sdc`:
```
current_design CPU_CS_ACAL_17

set clk_period 2.4
set clk_io_pct 0.2

create_clock -name clk0 -period $clk_period [get_ports {CLK}]
create_clock -name clk1 -period $clk_period [get_ports {MACLK}]

set non_clock_inputs [all_inputs -no_clocks]
set_input_delay [expr $clk_period * $clk_io_pct] -clock clk0 $non_clock_inputs
set_output_delay [expr $clk_period * $clk_io_pct] -clock clk0 [all_outputs]
```
`design/flow/design.v`:
```
module CPU_CS_ACAL_17 (
    input         CLK,
    input  [12:0] CSA_12_0,
    input  [ 9:0] CSCA_9_0,
    input         MACLK,
    input         PD1,
    output [12:0] LUA_12_0,
    output [11:0] UUA_11_0
);
  wire [ 9:0] s_uua_chip_31g_9_0;
  wire [ 9:0] s_uua_chip_32g_9_0;
  wire [ 9:0] s_csca_9_0;
  wire [ 7:0] s_q_chip30h_7_0;   
  wire [12:0] s_csa_12_0;
  wire [12:0] s_lua;
  wire [11:0] s_uua;
  wire [ 7:0] s_d_chip30h_7_0;
  wire        s_pd1;
  wire        s_lua12;
  wire        s_lua12_n;
  wire        s_clk;
  wire        s_maclk;
  assign s_lua[12]          = s_q_chip30h_7_0[0];
  assign s_lua[11]          = s_q_chip30h_7_0[1];
  assign s_lua[10]          = s_q_chip30h_7_0[2];
  (* keep = "true", DONT_TOUCH = "true" *) wire [2:0] unused_CHIP30h_bits;
  assign unused_CHIP30h_bits = { s_q_chip30h_7_0[7],s_q_chip30h_7_0[4],s_q_chip30h_7_0[3] };
  assign s_uua[11]          = s_q_chip30h_7_0[5];
  assign s_uua[10]          = s_q_chip30h_7_0[6];
  assign s_uua[9:0]         = s_lua12 ? s_uua_chip_32g_9_0[9:0] : s_uua_chip_31g_9_0[9:0];
  assign s_d_chip30h_7_0[0] = s_csa_12_0[12];
  assign s_d_chip30h_7_0[1] = s_csa_12_0[11];
  assign s_d_chip30h_7_0[2] = s_csa_12_0[10];
  assign s_d_chip30h_7_0[3] = 0;   
  assign s_d_chip30h_7_0[4] = 0;   
  assign s_d_chip30h_7_0[5] = s_csa_12_0[11] | s_lua12_n;
  assign s_d_chip30h_7_0[6] = s_csa_12_0[10] | s_lua12_n;
  assign s_d_chip30h_7_0[7] = 0;
  assign s_lua12            = s_lua[12];
  assign s_lua12_n          = ~s_lua12;   
  assign s_csca_9_0[9:0]    = CSCA_9_0;
  assign s_csa_12_0[12:0]   = CSA_12_0;
  assign s_pd1              = PD1;
  assign s_maclk            = MACLK;
  assign s_clk              = CLK;
  assign LUA_12_0           = s_lua[12:0];
  assign UUA_11_0           = s_uua[11:0];
  TTL_74374 CHIP_30H (
      .CK(s_maclk),
      .D(s_d_chip30h_7_0[7:0]),
      .OE_n(s_pd1),
      .Q(s_q_chip30h_7_0[7:0])
  );
  AM29841 CHIP_31F (
      .D(s_csa_12_0[9:0]),
      .LE(s_maclk),
      .OE_n(s_pd1),
      .Y(s_lua[9:0])
  );
  AM29841 CHIP_32G (
      .D(s_csa_12_0[9:0]),
      .LE(s_maclk),
      .OE_n(s_lua12_n),
      .Y(s_uua_chip_32g_9_0[9:0])
  );
  AM29841 CHIP_31G (
      .D(s_csca_9_0[9:0]),
      .LE(s_clk),
      .OE_n(s_lua12),
      .Y(s_uua_chip_31g_9_0[9:0])
  );
endmodule
module AM29841 (
    input wire [9:0] D,    
    input wire LE,         
    input wire OE_n,       
    output wire [9:0] Y    
);
    parameter FPGA_MODE = 1;   
    reg [9:0] Q_reg = 10'b0;   
    generate
        if (FPGA_MODE == 1) begin : gen_flipflop
            always @(posedge LE) begin
                Q_reg <= D;   
            end
        end else begin : gen_latch
            always @(*) begin
                if (LE)
                    Q_reg = D;  
                else
                    Q_reg = Q_reg;  
            end
        end
    endgenerate
    assign Y = OE_n ? 10'b0 : Q_reg;
endmodule
module TTL_74374 (
    input wire [7:0] D,    
    input wire CK,         
    input wire OE_n,       
    output wire [7:0] Q    
);
    reg [7:0] Q_reg = 8'b0;   
    always @(posedge CK) begin
        Q_reg <= D;   
    end
    assign Q = OE_n ? 8'b0 : Q_reg;
endmodule
```
`design/flow/run.sh`:
```
#!/bin/bash
# OpenROAD 26Q1-2900-gdf79404cd8, Yosys 0.63+post, stock flow scripts
make -C /OpenROAD-flow-scripts/flow DESIGN_CONFIG=/design/flow/config.mk WORK_HOME=/design/flow/orfs finish
```
`design/flow/config.mk`:
```
export PLATFORM = sky130hd
export DESIGN_NAME = CPU_CS_ACAL_17
export DESIGN_NICKNAME = CPU_CS_ACAL_17
export VERILOG_FILES = /design/flow/design.v
export SDC_FILE = /design/flow/constraint.sdc
export NUM_CORES = 4
export LEC_CHECK = 1
export CORE_AREA = 10 10 84 84
export DIE_AREA = 0 0 94 94
```
==> COMMIT_EDITMSG <==
Store results of the implementation flow

* Sequential standard cell area: 500 sq um
- The routed design ends up with an antenna cell count of 0.
- Max-slew check failures listed in the final report amount to 0.
- Length of the first detailed-routing pass in iterations: 2
- The final report gives the standard cell area, fillers excluded, as 1480 sq um.
* Synthesized area divided by synthesized cell count: 14.2 sq um
- Dpl cell area: 1370 sq um
- Chip Footprint: 8840 sq um
- TritonCTS built the clock tree.
- The floorplan has 26 rows.
- Relative contribution of combinational cells to total power: 0.134
- Before any placement, the netlist area is recorded as 782 sq um.
- The number of antenna violations at the first check in global routing was 0.
- Maximum number of pins on one net before global-route repair: 15
- Worst hold slack after final layout: 647 ps
- The total area inside the core boundary comes to 5200 sq um.
- Power Total: 0.987 mW
- Ports: 51
- In the global route stage, overall resource usage came out at 0.0519.
- Setup repair after global routing left no endpoint under its margin.
- Routed length per placed instance: 12.4 microns
- Clk pwr share: 0.415
* Peak supply drop: 0.364 mV
- Instance count after placement with tap cells included: 174
- The finished layout holds 182 standard cells, fillers aside.
- The worst setup path is of the input port to output port kind.
- Worst hold path class: flop to flop
- Count of vias placed by the detailed router: 560
- Residual antenna-violating net count after detailed routing: 0
- Of the cells placed in the final design, the portion with a size suffix greater than 1 is 0.188.
* Remaining global-route overflow: 0
- Synthesis-to-layout area growth: 88.6%
* Beginning of the worst hold path: CHIP_30H.Q_reg[0]
- According to the dpl log, the detail-placed design has an HPWL of 1990 microns.
- Power spread over the standard cell area amounts to 669 nW/um^2.
- The registers of the reported paths see a clock transition of 60 ps.
- The worst setup path is captured at an output port.
- Horizontal die size: 94 microns
- At the pin with the least slew margin, the transition time is 139 ps.
- Arr. time, crit path: 1790 ps
- Outcome: finished clean
* Remaining design rule violation count: 0
- Total Negative Setup Slacks: 0 ps
- For this configuration, the core starts out at a cell density of 0.150.
- Max-capacitance violation count: 0
- Per STA, the startpoint of the critical path is PD1.
- The analysis attributes to cell leakage a power of 0.591 nW.
- Max-slew headroom: 0.907
- Total of fill cells in the finished design: 538
- Die height: 94 microns
- Along the worst path, the maximum fanout reaches 7.
- During synthesis, Yosys emitted a total of 2 warnings.
* Source of the worst register-to-register timing path: CHIP_30H.Q_reg[0]
* Part of the total power dissipated in sequential elements: 0.451
- The number of global-route vias before repair was 658.
* Int Pwr: 0.806 mW
* Number of setup violations in the final report: 0
* Number of sinks driven by the clock tree: 25
* Worst Setup Start Kind: input port
* Number of hold violations in the final report: 0
- Post-CTS Setup Inserts: 0
- Vias per cell: 3.08
* Wire length of the first global-routing pass: 3420 microns
* Iteration-0 DRC Markers: 6
* Total wirelength of the detailed-routed design: 2250 microns
- The buffer_ports step reported a buffer count of 49.
- OpenROAD warning count: 26
- P_sw: 0.181 mW
- Logic area: 259 sq um
- Data on the critical path is required at its endpoint by 1920 ps.
* Switching share of power: 0.184
- Across the routed clock network, the largest skew measured is 5.18 ps.
- Instance tally after logic synthesis: 55
- The congestion estimate from routability-driven global placement came to 0.723.
==> final cells by class <==
cell class,instances,area share
clock buffer,8,0.0679
multi-input combinational,27,0.176
sequential,25,0.339
tap,70,0.0594
timing repair buffer,52,0.358
==> path summary, 6_finish.rpt <==
| kind | to | slack [ps] | cells past startpoint |
|---|---|---|---|
| hold reg to reg | CHIP_30H.Q_reg[6] | 650 | 3 |
| setup reg to reg | CHIP_30H.Q_reg[5] | 1610 | 3 |
| max in group clk1 | CHIP_30H.Q_reg[5] | 1420 | 4 |
| hold / removal | CHIP_30H.Q_reg[6] | 650 | 3 |
| min in group clk0 | CHIP_31G.Q_reg[1] | 690 | 1 |
| setup / recovery | UUA_11_0[0] | 130 | 5 |
==> power by group through the flow <==
stage	combinational (mW)	clock (mW)	sequential [mW]
finish	0.132	0.410	0.445
global route	0.144	0.451	0.446
CTS	0.137	0.432	0.445
==> worst max-delay path: stages <==
cell	delay (ps)
dlygate4sd2_1	270
nor2b_4	160
buf_12	140
mux2_2	330
clkdlybuf4s50_1	420
==> cells in the final DEF (no fill, tap or decap) <==
master / n
nor2b_1: 9
buf_6: 1
clkdlybuf4s50_1: 48
nor2b_4: 1
nand2b_1: 2
mux2_4: 7
clkbuf_1: 1
buf_12: 1
clkbuf_8: 7
buf_4: 1
and2b_1: 5
dfxtp_1: 25
dlygate4sd2_1: 1
mux2_2: 3
==> metal layers <==
| layer | GRT usage | wire (microns) | vias up |
|---|---|---|---|
| li1 | - | - | 285 |
| met1 | 0.0485 | 797 | 242 |
| met2 | 0.0893 | 1090 | 33 |
| met3 | 0.0452 | 360 | 0 |
| met4 | 0 | 0 | 0 |
| met5 | 0 | 0 | - |
==> through the flow <==
stage,worst slack (ps),util
4_1_cts,107,0.283
2_1_floorplan,859,-
6_report,127,0.283
3_3_place_gp,-90.7,0.264
3_5_place_dp,-83.8,0.264
5_1_grt,51.7,0.283
==> timing repair <==
item,CTS,global route
gates resized,2,0
setup endpoints to repair,10,0
hold buffers,0,0
Power is estimated from default activity; no workload was simulated.
