==> /design/flow/design.v <==
module CPU_CS_TCV_20 (
    input [63:0] CSBITS,   
    output [63:0] CSBITS_OUT,      
    input  [15:0] IDB_15_0_IN,   
    output [15:0] IDB_15_0_OUT,  
    input ECSL_n,                  
    input WCS_n,   
    input [3:0] EW_3_0_n           
);
  reg [63:0] regCSBITS;
  reg [15:0] regIDB_out;
  wire DIR;   
  assign DIR = WCS_n;
  always @(*) begin
    regIDB_out = 16'b0;
    regCSBITS  = CSBITS;   
    if (EW_3_0_n[0] == 0) begin
      if (DIR) begin
        regIDB_out = CSBITS[15:0];
      end else begin
        regCSBITS[15:0] = IDB_15_0_IN;
      end
    end
    if (EW_3_0_n[1] == 0) begin
      if (DIR) begin
        regIDB_out = CSBITS[31:16];
      end else begin
        regCSBITS[31:16] = IDB_15_0_IN;
      end
    end
    if (EW_3_0_n[2] == 0) begin
      if (DIR) begin
        regIDB_out = CSBITS[47:32];
      end else begin
        regCSBITS[47:32] = IDB_15_0_IN;
      end
    end
    if (EW_3_0_n[3] == 0) begin
      if (DIR) begin
        regIDB_out = CSBITS[63:48];
      end else begin
        regCSBITS[63:48] = IDB_15_0_IN;
      end
    end
  end
  assign IDB_15_0_OUT = (ECSL_n | !WCS_n) ? 16'b0 : regIDB_out[15:0];
  assign CSBITS_OUT[63:0] = regCSBITS;
endmodule
==> /design/flow/run.sh <==
#!/bin/bash
# OpenROAD 26Q1-2900-gdf79404cd8, Yosys 0.63+post, stock flow scripts
make -C /OpenROAD-flow-scripts/flow DESIGN_CONFIG=/design/flow/config.mk WORK_HOME=/design/flow/orfs finish
==> /design/flow/config.mk <==
export PLATFORM = sky130hd
export DESIGN_NAME = CPU_CS_TCV_20
export DESIGN_NICKNAME = CPU_CS_TCV_20
export VERILOG_FILES = /design/flow/design.v
export SDC_FILE = /design/flow/constraint.sdc
export NUM_CORES = 4
export LEC_CHECK = 1
export CORE_AREA = 10 10 101 101
export DIE_AREA = 0 0 111 111
==> /design/flow/constraint.sdc <==
current_design CPU_CS_TCV_20

set clk_period 2.2
set clk_io_pct 0.2

create_clock -name clk0 -period $clk_period

set non_clock_inputs [all_inputs -no_clocks]
set_input_delay [expr $clk_period * $clk_io_pct] -clock clk0 $non_clock_inputs
set_output_delay [expr $clk_period * $clk_io_pct] -clock clk0 [all_outputs]
==> results.yml <==
# implementation run metrics
synth:
  yosysMostFrequentCell: "mux2_2"
  ys_top_cells_by_count: "50 x mux2_2, 31 x nor2_1, 28 x nand2_1"
  synth_cells: 196
  yosysTopAreaCell: "mux2_2"
  synth_area_per_cell_um2: 7.12
  yosysCellCount: 196
  area_leaders: "mux2_2 40%, a22o_1 8.8%, o221ai_1 8.8%, nor2_1 8.3%, nand2_1 7.5%"
  netlist.area_leader.share_pct: 40.4
  synth_cell_types: 18
  yosysWarnings: 1
  ys_seq_share_pct: 0
  yosys-stat-area_um2: 1400
  syn_area_um2: 1400
die:
  ios: 166
  rows: 33
  die_w_um: 111
  die-height_um: 111
  fp_util_pct: 17.2
  fp.dieArea_um2: 12300
  coreArea_um2: 8130
final_layout:
  ff_latch_area_um2: 0
  drive_gt1_share_pct: 36.7
  fillers: 805
  postLayoutCoreUtil_pct: 45.9
  area_growth_pct: 167
  design.seq.count: 0
  comb_area_um2: 1270
  clkbuf_count: 0
sta:
  setup_viol: 0
  fmax_ghz: 0.470
  rsz0062_at_grt: "no"
  timing.final.hold_violations: 0
  worst_pin_slew_ns: 0.223
  slew_headroom_pct: 85.0
  min_period_ns: 2.13
  worst_slack_ns: 0.0705
  report.final.slew_viol_count: 0
  finalCritPeriodShare_pct: 96.8
route:
  drt-total-wl_um: 9170
  routed_via_density: 4.47
  vias: 2322
  diodes: 0
  highest_layer: "met4"
  wl_met1_um: 4050
  routed-wl-met2_um: 4200
  first_pass_iters: 4
  wl_met3_um: 898
  drcViolationCount: 0
  ant_nets: 0
  routedWlPerCell_um: 17.7
  drt-initial-drc-count: 95
pwr:
  switching_share_pct: 32.5
  pwr-share-comb_pct: 100.0
  peakVddDrop_v: 0.000102
  leakage_uw: 0.00175
  intPower_uw: 461
  p_per_area_nw_per_um2: 183
  p_seq_share_pct: 0
  clkPwrFrac_pct: 0
  switchingPower_uw: 222
place:
  io_buffers: 166
  gp_congestion: 0.859
  hpwl_um: 7290
  place_ws_ns: -0.396
global_route:
  antenna_found_initial: 0
  grt_use_total_pct: 13.9
  grt_pass1_vias: 2445
  overflow: 0
  grt_pass1_wl_um: 14100
  grt_max_degree: 17
critical_path:
  cp_slowest_cell: "mux2_2"
  crit_type: "input pin to output pin"
  cp-start-kind: "input pin"
  cpPeakStageDelay_ns: 0.31
  path_cells: "buf_2 -> buf_6 -> nor2_4 -> buf_12 -> buf_12 -> buf_6 -> buf_4 -> mux2_2 -> buf_2"
  critPathRequiredTime_ns: 1.76
  crit_fanout: 5
  cp-end-kind: "output pin"
  cp.arrival_ns: 1.69
min_path:
  min_path_type: "input pin to output pin"
  hp-start: "CSBITS[14]"
  holdPathStages: 3
  min_delay_worst_endpoint: "CSBITS_OUT[14]"
run_status:
  outcome: "finished, final reports clean"
job:
  drv_cap: 0
  warnings: 32
cts:
  postCtsHoldBufs: 0
[power groups by stage]
| stage | clock [uW] | combinational (uW) | sequential, uW |
|---|---|---|---|
| after CTS | 0 | 685 | 0 |
| final | 0 | 683 | 0 |
| after global routing | 0 | 739 | 0 |
[critical path, delay by kind of cell]
family | cells | cell delay [ns]
muxes | 1 | 0.31
and+or+nand+nor | 1 | 0.13
buffers and inverters | 7 | 0.80
[cell usage in the layout (no fill, tap or decap), types with 2 or more instances in the layout]
cell type	netlist	final
mux2_4	0	6
nand2_1	28	28
buf_4	3	38
a22o_1	14	14
inv_1	14	14
clkdlybuf4s50_1	0	80
o21ai_0	14	12
clkdlybuf4s15_1	0	2
nand2b_1	2	2
nor2_1	31	30
dlygate4sd2_1	0	59
buf_2	8	19
o21ai_1	0	2
buf_12	0	10
buf_16	0	2
o221ai_1	14	14
a21o_1	2	2
clkbuf_2	0	2
clkdlybuf4s15_2	0	4
nand3b_1	2	2
mux2_2	50	44
nor2_4	3	4
buf_6	4	18
[kinds of logic after synthesis]
group | after synthesis | share of synthesized area, %
buffers and inverters | 32 | 12.3
multiplexers | 50 | 40.4
AND-OR/OR-AND | 46 | 24.9
AND/OR/NAND/NOR | 68 | 22.4
[area by class of cell]
class	instances	area share [%]
multi-input cells	164	34.0
repair buffers	236	61.1
well taps	105	3.52
inverters	14	1.41
[worst max-delay path by stage]
stage | start | endpoint | slack (ns) | cells after the start
6_report | EW_3_0_n[3] | CSBITS_OUT[56] | 0.07 | 9
5_1_grt | EW_3_0_n[0] | CSBITS_OUT[1] | 0.01 | 8
4_1_cts | WCS_n | CSBITS_OUT[17] | 0.0001 | 7
[per-layer routing]
metal	vias to the layer above	global-route usage (%)
met5	-	0
met4	0	0.434
met3	2	5.09
met2	104	22.3
met1	1066	18.2
li1	1150	-
[per-stage QoR]
| stage | hold WS (ns) | setup TNS, ns | power [uW] | std cells | area (um^2) |
|---|---|---|---|---|---|
| 2_1_floorplan | 0.932 | 0 | 183 | 196 | 1400 |
| 3_3_place_gp | 1.85 | -27.82 | 669 | 473 | 3360 |
| 3_5_place_dp | 1.84 | -27.40 | 667 | 473 | 3360 |
| 4_1_cts | 1.36 | 0 | 685 | 514 | 3700 |
| 5_1_grt | 1.41 | 0 | 739 | 519 | 3730 |
| 6_report | 1.34 | 0 | 683 | 519 | 3730 |
[repair_timing]
| item | CTS | global route |
|---|---|---|
| gates cloned | 3 | 0 |
| setup endpoints to repair | 80 | 17 |
| gates resized | 171 | 4 |
| setup buffers | 38 | 5 |
| pin swaps | 10 | 3 |
Power and IR drop assume default switching activity.
