`flow/config.mk`:
```
export PLATFORM = sky130hd
export DESIGN_NAME = Am9150_w_clock
export DESIGN_NICKNAME = Am9150_w_clock
export VERILOG_FILES = /design/flow/design.v
export SDC_FILE = /design/flow/constraint.sdc
export NUM_CORES = 4
export LEC_CHECK = 1
export CORE_UTILIZATION = 30
```
`flow/constraint.sdc`:
```
current_design Am9150_w_clock

set clk_period 19.9
set clk_io_pct 0.2

create_clock -name clk0 -period $clk_period [get_ports {clk}]

set non_clock_inputs [all_inputs -no_clocks]
set_input_delay [expr $clk_period * $clk_io_pct] -clock clk0 $non_clock_inputs
set_output_delay [expr $clk_period * $clk_io_pct] -clock clk0 [all_outputs]
```
`flow/design.v`:
```
module Am9150_w_clock (
    input wire clk,                  
    input wire [9:0] address,        
    input wire [3:0] data_in,        
    output reg [3:0] data_out,       
    input wire WRITE_ENABLE_n,       
    input wire CHIP_SELECT_n,        
    input wire OUTPUT_ENABLE_n,      
    input wire RESET_n               
);
    (* ROM_STYLE="BLOCK" *)
    reg [3:0] amc_memory_array [1023:0];
    always @(posedge clk) begin
        if (!CHIP_SELECT_n) begin
            if (!RESET_n) begin
            end else if (!WRITE_ENABLE_n) begin
                amc_memory_array[address] <= data_in;
            end
        end
    end
    always @(posedge clk) begin
        if (!CHIP_SELECT_n && !OUTPUT_ENABLE_n && WRITE_ENABLE_n && RESET_n) begin
            data_out <= amc_memory_array[address];
        end else begin
            data_out <= 4'b0;  
        end
    end
endmodule
```
`flow/run.sh`:
```
#!/bin/bash
# OpenROAD 26Q1-2900-gdf79404cd8, Yosys 0.63+post, stock flow scripts
make -C /OpenROAD-flow-scripts/flow DESIGN_CONFIG=/design/flow/config.mk WORK_HOME=/design/flow/orfs finish
```
==> impl_metrics.ini <==
; implementation run metrics
[outcome]
outcome = finished clean

[floorplan]
core_um2 = 534000
die_width_um = 735
die_h_um = 735
dieArea_um2 = 540000
io_pins = 23
initial_utilization_pct = 30.2
std_cell_rows = 268

[worst_setup_path]
cp_max_fo = 78
rrSetupSlack_ns = 16.52
required_ns = 20.71
slowest_delay_ns = 0.74
timing.critical_path.buf_inv = 7
cp-start-kind = input port
crit_path_top_delay_cell = buf_4
crit_top_cell = buf_4
crit_family = buffers and inverters
cp_cell_sequence = buf_16, buf_4, buf_12, buf_4, buf_4, buf_4, buf_4, mux2i_1, o22ai_1, nor4_1, o2111ai_1, nand2_1, nand4_1, nor4bb_1, a31oi_1
worstSetupPathType = in2reg
cp.arrival_ns = 10.36
crit_path_end_kind = flip-flop

[sta]
slew_headroom_pct = 39.4
slew_violations = 0
tns_ns = 0
timing.fmax_ghz = 0.105
tightest_slew_ns = 0.908
hold_violations = 0
skew_ns = 0.0621
post-route-period-util_pct = 48.0
setup_viol = 0
finalCriticalPeriod_ns = 9.55
rsz0062_at_grt = false

[clock_tree]
clock-sinks = 4100
clock_latency_ns = 1.00
cts.repair.resized = 0
clockRootBuffer = clkbuf_16
htree_num_levels = 5
cts_made_buffers = 416
ctsLongestPathBuffers = 4
cts_tree = built
cts.reportedPaths.clkPinSlew_ns = 0.06
ctsHoldBuffers = 0
cts_setup_buffers = 0

[drt]
routed-via-count = 85600
wl_per_cell_um = 27.8
drc_errors = 0
firstDrtPassIters = 8
routed_wirelength_mm = 468
via_per_inst = 5.08
drtIter0Drc = 6250
ant_nets = 0

[synthesis]
yosys_cells = 9238
yosys-stat-area_um2 = 161000
xor_share_pct = 0
syn_area_um2 = 161000
synth.logic.top_family = multiplexers
synthArstFlopShare_pct = 0
top_cells_by_count = 4096 x edfxtp_1, 1529 x mux2i_1, 1162 x nor2_1, 607 x o22ai_1, 321 x clkbuf_1
post-synth-top-count-cell = edfxtp_1
flop_cell = edfxtp_1
edf_count = 4096
syn_avg_cell_area_um2 = 17.5
synth-simple-area-share_pct = 4.34
ys_seq_share_pct = 76.3
synth.area.mux_share_pct = 13.5
synth_top_cell_by_area = edfxtp_1
ys_ff = 4100
compound_area_share_pct = 4.06
synth_cell_type_count = 64
yosys_warnings = 1
synth_top_area_share_pct = 76.3
top_cells_by_area = edfxtp_1 76%, mux2i_1 9.5%, mux4_2 4.0%
synthCells = 9238
fa_ha_area_share_pct = 0

[flow_run]
log.warning_count = 42
maxCapViolCount = 0

[pwr]
p_per_area_nw_per_um2 = 97.1
irDropWorstVdd_v = 0.0000840
total_power_uw = 17800
leakage_uw = 0.0590

[global_routing]
grt_first_pass_wirelength_mm = 665
grt_max_degree = 140
grt_pass1_vias = 90712
track_usage_pct = 18.3
gr-total-overflow = 0
antenna_found_initial = 23

[placed_design]
detailed_place_hpwl_mm = 281
gp_routability_congestion = 0.880
io_buffers = 22

[layout]
area_delta_synth_final_pct = 13.9
drive_gt1_share_pct = 12.8

[worst_hold_path]
hold_class = reg2reg
area by class of cell:
| class | count | area [um2] |
|---|---|---|
| inverter | 2 | 10.0 |
| antenna | 24 | 60.1 |
| timing repair buffer | 339 | 2840 |
| tap | 7155 | 8950 |
| clock inverter | 250 | 2210 |
| fill | 49807 | 350000 |
| clock buffer | 508 | 10900 |
| multi-input combinational | 4476 | 35700 |
| sequential | 4100 | 123000 |
layer usage:
layer  up-vias  track usage, %  part of all wire, %
met5         -           0.802                 0.16
met4        38            5.82                  3.9
met3       857            14.9                   18
met2      4817            26.9                   46
met1     42876            20.0                   32
li1      37012               -                    -
registers in the layout, summed over array words and instances, names as in the netlist:
signal,count
amc_memory_array,4096
data_out,4
worst register-to-register path: stages, from the launching register on:
cell and delay [ns]:
edfxtp_1 0.36, mux2i_1 0.22, o22ai_1 0.13, nor4_1 0.58, nand3_1 0.36, nand3_1 0.41
nand2_1 0.09, a311oi_1 0.63, buf_4 0.31, a41oi_1 0.13
where the power goes:
part | internal (uW) | switching (uW) | total, uW
clock network | 4300 | 3260 | 7550
registers | 9500 | 1.28 | 9500
logic | 233 | 551 | 784
total | 14000 | 3810 | 17800
cells by family (layout without fill, tap and decap cells):
group                  Yosys count  after routing
AOI/OAI and AO/OA             1005           1005
buffers and inverters          662           1099
DFF                           4100           4100
muxes                         1816           1816
other                            0             24
and+or+nand+nor               1655           1655
through the flow:
stage                     hold WS [ns]  instances  setup slack (ns)  util, %  area (um2)
final                             1.07      16854             10.35     34.4      184000
after global placement            1.14      16072              9.45     32.0      171000
after floorplan                  0.796       9238             13.41        -      161000
after detailed placement          1.07      16072              9.43     32.0      171000
after global routing              1.10      16838             10.16     34.4      184000
after CTS                         1.08      16830             10.47     34.4      184000
path summary, 6_finish.rpt:
path / from / to / cells past startpoint
worst max-delay path: address[1] / data_out[2]$_SDFF_PN0_ / 15
worst min-delay path: amc_memory_array[605][2]$_DFFE_PP_ / data_out[2]$_SDFF_PN0_ / 8
worst max register to register: amc_memory_array[396][3]$_DFFE_PP_ / data_out[3]$_SDFF_PN0_ / 9
worst min register to register: amc_memory_array[605][2]$_DFFE_PP_ / data_out[2]$_SDFF_PN0_ / 8
cells in the final DEF, fill, tap and decap left out, types with 8 or more instances in the layout:
cell type        netlist  routed
edfxtp_1            4096    4096
mux2i_1             1529    1529
nor2_1              1162    1154
o22ai_1              607     607
clkbuf_16              0     422
buf_4                 23     303
mux4_2               283     283
nand2_1              169     137
nor4_1               124     124
o21ai_0              121     120
clkinv_1               2     113
clkbuf_1             321      86
clkinv_2               0      71
nand3_1               64      63
nor3_1                46      45
a22oi_1               45      45
a21oi_1               44      44
o2111ai_1             35      35
nand2_4                0      32
bufinv_16              0      32
o22a_1                28      28
diode_2                0      24
o211ai_1              24      24
nand4_1               22      22
a2111oi_0             22      22
a31oi_1               17      17
buf_12                 0      16
clkdlybuf4s50_1        0      11
inv_6                  0      10
nor2b_1               11       9
and3_1                 9       9
a211oi_1               9       9
clkinvlp_4             0       9
nand2b_1               8       8
Power figures rest on the tool's default switching activity, not on a simulated workload.
